==> flow/design.v <==
`timescale 1ns / 1ps
module FIFO
    #(  parameter WIDTH        = 16,
        parameter DEPTH        = 16,         
        parameter ALMOST_FULL  = 8,         
        parameter ALMOST_EMPTY = 8 )
    (   input              w_clk,
        input              w_rst,
        input              w_en,
        input [WIDTH-1:0]  i_dat,
        output reg         w_almost_full,
        output reg         w_full,
        input              r_clk, 
        input              r_rst,
        input              r_en,
        output [WIDTH-1:0] o_dat,
        output reg         r_almost_empty, 
        output reg         r_empty
    );
    localparam bitDEPTH = $clog2(DEPTH);
    wire [bitDEPTH - 1 : 0] waddr;     
    wire [bitDEPTH     : 0] wgraynext;
    wire [bitDEPTH     : 0] wbinnext;
    wire                    wfull_val;
    wire                    walmost_full_val;
    reg [bitDEPTH: 0] wbin;
    reg [bitDEPTH: 0] wptr; 
    reg [bitDEPTH: 0] wq1_rptr;
    reg [bitDEPTH: 0] wq2_rptr; 
    wire [bitDEPTH - 1 :0] raddr;   
    wire [bitDEPTH     :0] rgraynext;
    wire [bitDEPTH     :0] rbinnext; 
    wire                   rempty_val;
    wire                   ralmost_empty_val;
    reg [bitDEPTH      :0] rbin; 
    reg [bitDEPTH      :0] rptr;
    reg [bitDEPTH      :0] rq1_wptr;
    reg [bitDEPTH      :0] rq2_wptr;
    reg [WIDTH - 1:0] mem [DEPTH - 1:0]; 
    assign o_dat = mem[raddr]; 
    always @(posedge w_clk)
        if(w_en && !w_full) mem[waddr] <= i_dat; 
    always @(posedge r_clk or posedge r_rst)
        begin
            if(r_rst) {rq2_wptr, rq1_wptr} <= 0;
            else      {rq2_wptr, rq1_wptr} <= {rq1_wptr, wptr}; 
        end 
    always @(posedge r_clk or posedge r_rst)
        begin
            if(r_rst) {rbin, rptr} <= 0;
            else      {rbin, rptr} <= {rbinnext, rgraynext}; 
        end 
    assign raddr     =  rbin[bitDEPTH-1:0];  
    assign rbinnext  =  rbin + (r_en & (~r_empty));
    assign rgraynext = (rbinnext >> 1) ^ rbinnext;
    always @(posedge r_clk or posedge r_rst)
        begin
            if(r_rst) r_empty <= 1'b1;
            else      r_empty <= rempty_val; 
        end 
    assign rempty_val = (rq2_wptr == rgraynext); 
   wire [bitDEPTH :0] rq2_wptr_bin;  
   wire [bitDEPTH :0] rbin_wbin_diff;
   assign rq2_wptr_bin[bitDEPTH] = rq2_wptr[bitDEPTH]; 
   generate
        genvar k;
        for(k = bitDEPTH - 1; k >= 0; k = k - 1)        
            begin
                assign rq2_wptr_bin[k] = rq2_wptr_bin[k+1] ^ rq2_wptr[k];
            end
        endgenerate
   assign rbin_wbin_diff     = (rbinnext > rq2_wptr_bin) ? (rbinnext - rq2_wptr_bin) 
                                                            : (rq2_wptr_bin - rbinnext);
   assign ralmost_empty_val  = (rbin_wbin_diff >= ALMOST_EMPTY);
   always @(posedge r_clk or posedge r_rst)
       begin
           if(r_rst) r_almost_empty <= 0;
           else      r_almost_empty <= ralmost_empty_val;
       end
    always @(posedge w_clk or posedge w_rst)
        begin
            if(w_rst) {wq2_rptr, wq1_rptr} <= 0;
            else      {wq2_rptr, wq1_rptr} <= {wq1_rptr, rptr}; 
        end  
    always @(posedge w_clk or posedge w_rst)
        begin
            if(w_rst) {wbin, wptr} <= 0;
            else      {wbin, wptr} <= {wbinnext, wgraynext}; 
        end
    assign waddr     = wbin[bitDEPTH-1:0];
    assign wbinnext  = wbin + (w_en & ~w_full);
    assign wgraynext = (wbinnext >> 1) ^ wbinnext; 
    always @(posedge w_clk or posedge w_rst)
        begin
            if(w_rst) w_full <= 1'b0;
            else      w_full <= wfull_val; 
        end 
    assign wfull_val = ((wgraynext[bitDEPTH]     != wq2_rptr[bitDEPTH])   &&
                        (wgraynext[bitDEPTH-1]   != wq2_rptr[bitDEPTH-1]) &&
                        (wgraynext[bitDEPTH-2:0] == wq2_rptr[bitDEPTH-2:0])); 
    wire [bitDEPTH :0] wq2_rptr_bin;  
    wire [bitDEPTH :0] wbin_rbin_diff;
    assign wq2_rptr_bin[bitDEPTH] = wq2_rptr[bitDEPTH]; 
    generate 
        genvar j;
        for(j = bitDEPTH - 1; j >= 0; j = j - 1)
            begin
                assign wq2_rptr_bin[j] = wq2_rptr_bin[j+1] ^ wq2_rptr[j]; 
            end 
        endgenerate 
    assign wbin_rbin_diff  = (wbinnext > wq2_rptr_bin) ? (wbinnext - wq2_rptr_bin) 
                                                        : (wq2_rptr_bin - wbinnext); 
    assign walmost_full_val = (wbin_rbin_diff >= ALMOST_FULL);
    always @(posedge w_clk or posedge w_rst)
       begin
           if(w_rst) w_almost_full <= 0; 
           else      w_almost_full <= walmost_full_val;
       end                                                                                               
endmodule
==> flow/run.sh <==
#!/bin/bash
# OpenROAD 26Q1-2900-gdf79404cd8, Yosys 0.63+post, stock flow scripts
make -C /OpenROAD-flow-scripts/flow DESIGN_CONFIG=/design/flow/config.mk WORK_HOME=/design/flow/orfs finish
==> flow/config.mk <==
export PLATFORM = sky130hd
export DESIGN_NAME = FIFO
export DESIGN_NICKNAME = FIFO
export VERILOG_FILES = /design/flow/design.v
export SDC_FILE = /design/flow/constraint.sdc
export NUM_CORES = 4
export LEC_CHECK = 1
export CORE_UTILIZATION = 30
==> flow/constraint.sdc <==
current_design FIFO

set clk_period 6.7
set clk_io_pct 0.2

create_clock -name clk0 -period $clk_period [get_ports {r_clk}]
create_clock -name clk1 -period $clk_period [get_ports {w_clk}]

set non_clock_inputs [all_inputs -no_clocks]
set_input_delay [expr $clk_period * $clk_io_pct] -clock clk0 $non_clock_inputs
set_output_delay [expr $clk_period * $clk_io_pct] -clock clk0 [all_outputs]
==> run summary <==
PwrDens: 484 nW/µm²
row count: 72
most common cell in the netlist: edfxtp_1
Initial DRT Pass Iterations: 5
clock skew: 0.0460 ns
Area leader share: 64.2%
Total GRT Usage: 13.0%
Crit Path Max Fanout: 25
Hold Fails Final Rpt: 0
ys cells: 568
Most used DFF post-synth: edfxtp_1
final wirelength: 23,900 µm
Worst-Margin Slew: 0.915 ns
# DRC: 0
Synth cell types: 47
WL/cell: 20.2 µm
Post-synth EDFFs: 256
FF+latch count, synth: 298
Post-Synthesis Cells: 568
vias: 5,475
layout cells sized above 1: 25.8%
Startpoint Class: flip-flop
via/cell ratio: 4.64
hold_sp: rptr[2]$_DFF_PP0_
DRT iter0 DRCs: 297
kind of critical path: reg2out
I/O pin count: 42
Antenna diodes: 0
yosys warns: 1
post-cts resize count: 0
HP Class: reg2reg
area figure in the yosys stat output: 12,000 µm²
Initial Util: 30.7%
critical path arrival: 3.07 ns
sequential area share after synthesis: 73.0%
Tot Pwr: 6.80 mW
largest net degree at the start of global routing: 35
first-pass GRT wire length: 36,800 µm
Critical Path Source: rbin[0]$_DFF_PP0_
Post-synth top cells: 256 x edfxtp_1, 80 x mux4_2, 41 x dfrtp_1
LEAKAGE: 4.66 nW
final RePlAce weighted congestion: 0.775
Slew headroom: 38.7%
reg2reg start: rbin[1]$_DFF_PP0_
status: finished, final reports clean
clock-pin slew on the worst setup and hold paths: 0.06 ns
Die ar.: 40,700 µm²
Hold Buf Count CTS: 0
vias in the first global route: 5,961
Pins Over Slew Limit: 0
TritonCTS clock tree: done
Antenna Nets Post-Route: 0
RSZ-0062 raised after global routing: false
VDD IR max: 0.000218 V
Synth Cell Area: 12,000 µm²
CP endpoint kind: primary output
tool warnings: 40
Cell area leaders: edfxtp_1 64%, mux4_2 15%, dfrtp_1 8.6%, ha_1 2.3%, xnor2_1 1.2%
grt ovf: 0
Post-CTS Repair Setup Buffers: 0
FFs w/ async S/R, synth: 14.1%
Syn Area/Cell: 21.1 µm²
post-route setup TNS: 0 ns
Synth area leader: edfxtp_1
Syn-to-layout area delta: 17.4%
final setup fails: 0
Crit path required time: 5.36 ns
antenna violations before repair: 1
die height: 202 µm
Max Cap Viol: 0
clock sinks: 298
Core ar.: 39,000 µm²
PortBufs: 40
DP HPWL: 13,600 µm
die width: 202 µm
==> cell families after synthesis <==
| group | count (synthesis) | synth area share, % |
|---|---|---|
| compound gates | 27 | 1.60 |
| xor+xnor | 35 | 3.01 |
| fa+ha+maj | 26 | 2.97 |
| buf+inv | 46 | 1.87 |
| flops | 298 | 73.0 |
| mux | 83 | 15.3 |
| simple gates | 53 | 2.23 |
==> path summary, 6_finish.rpt <==
path	slack [ns]	end	cells past startpoint
min in group asynchronous	1.26	wq1_rptr[3]$_DFF_PP0_	2
min in group clk0	0.35	rq2_wptr[1]$_DFF_PP0_	0
min reg2reg	0.10	wq1_rptr[2]$_DFF_PP0_	0
max	2.29	o_dat[0]	4
max in group clk1	2.89	w_almost_full$_DFF_PP0_	12
min	0.10	wq1_rptr[2]$_DFF_PP0_	0
max reg2reg	3.26	r_almost_empty$_DFF_PP0_	11
max in group asynchronous	4.95	wq2_rptr[0]$_DFF_PP0_	2
==> power breakdown <==
group          internal (mW)  total, mW  switching (mW)
clock                  0.890       1.56           0.675
combinational           1.38       2.77            1.39
sequential              2.31       2.47           0.160
==> cell usage in the layout (no fill, tap or decap), drive strengths merged, types with 3 or more instances in the layout <==
master / count
edfxtp: 256
mux4: 80
dfrtp: 41
clkdlybuf4s50: 40
clkbuf: 37
inv: 29
buf: 23
ha: 22
xnor2: 18
nor2: 16
xor2: 15
a21oi: 9
nand2: 8
nor3: 7
clkinv: 6
nand3: 5
nor2b: 5
fa: 4
clkinvlp: 4
nand2b: 3
mux2i: 3
o21ai: 3
o22ai: 3
==> routing by layer <==
layer	global-route usage (%)	wire [µm]	vias to the layer above
met5	0	17	-
met3	7.57	2770	36
met4	1.76	396	2
li1	-	-	2417
met2	20.4	11800	235
met1	16.7	8860	2785
==> metrics by stage <==
step                std cells  worst slack [ns]  util [%]  cell area [µm²]  hold slack [ns]
floorplan                 568              3.06         -            12000            0.331
global placement         1130              2.37      33.6            13100            0.332
detailed placement       1130              2.36      33.6            13100            0.335
CTS                      1180              2.20      36.0            14100           0.0930
global route             1180              2.05      36.0            14100           0.0957
finish                   1180              2.29      36.0            14100            0.104
==> worst max-delay path, cell delays in order, from the launching register on <==
cell             delay (ns)
dfrtp_4                0.73
buf_4                  0.54
mux4_2                 0.56
mux4_2                 0.53
clkdlybuf4s50_1        0.43
==> sequential cells by signal, summed over array words and instances (netlist names) <==
register	cells
wptr	4
mem	256
r_empty	1
r_almost_empty	1
w_almost_full	1
w_full	1
rq1_wptr	5
wq1_rptr	5
rq2_wptr	5
rbin	5
wq2_rptr	5
wbin	5
rptr	4
==> layout make-up <==
cell class,count,area [µm²]
clock buffers,37,798
clock inverters,13,133
fillers,3511,25000
inverters,27,101
multi-input cells,224,3060
flip-flops and latches,298,8740
well taps,518,648
repair buffers,63,573
Power is estimated from default activity; no workload was simulated.
